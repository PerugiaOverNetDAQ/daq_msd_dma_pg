==> design/flow/design.v <==
module IOFifosControl (
  input clk,
  input reset,
  input      [31:0] avs_writedata,
  output reg [31:0] avs_readdata,
  input      [2:0]  avs_address,
  input             avs_read,
  input             avs_write,
  output [31:0] InFifoData,
  output        InFifoWriteReq,
  input  [31:0] InFifoStatus,
  input  [31:0] OutFifoData,
  output        OutFifoReadAck,
  input  [31:0] OutFifoStatus,
  input  [31:0] OutRegFifoData,
  output        OutRegFifoReadAck,
  input  [31:0] OutRegFifoStatus
);
reg avs_writeold;
reg avs_readold;
reg [31:0] InFifoData_reg;
reg        InFifoWriteReq_reg;
reg        OutFifoReadAck_reg;
reg        OutRegFifoReadAck_reg;
assign InFifoData = InFifoData_reg;
assign InFifoWriteReq = InFifoWriteReq_reg;
assign OutFifoReadAck = OutFifoReadAck_reg;
assign OutRegFifoReadAck = OutRegFifoReadAck_reg;
always @(posedge clk) begin
    if ( (avs_write==1) && (avs_writeold==0) )begin
		OutFifoReadAck_reg <= 0;
		OutRegFifoReadAck_reg <= 0;
      case (avs_address)
            3'b000: begin			     
 			     InFifoWriteReq_reg <= 1;     
              InFifoData_reg <= avs_writedata;
            end
            default: begin
 			     InFifoWriteReq_reg <= 0;
              InFifoData_reg <= 32'd0;
            end
      endcase
    end
	 else if ( (avs_read==1) && (avs_readold==0) )begin
		InFifoWriteReq_reg <= 0;
 	   OutFifoReadAck_reg <= 0;
 	   OutRegFifoReadAck_reg <= 0;
      case (avs_address)
            3'b000: begin   
			     avs_readdata <= InFifoData_reg;
			   end 
            3'b001: begin   
			     avs_readdata <= InFifoStatus;
			   end 
            3'b010: begin   
			     avs_readdata <= OutFifoData;
				  OutFifoReadAck_reg <= 1;
			   end 
            3'b011: begin   
			     avs_readdata <= OutFifoStatus;
			   end 
            3'b100: begin   
			     avs_readdata <= OutRegFifoData;
				  OutRegFifoReadAck_reg <= 1;
			   end 
            3'b101: begin   
			     avs_readdata <= OutRegFifoStatus;
			   end 
            default: avs_readdata <= 32'd0;
      endcase
    end
	 else begin
		InFifoWriteReq_reg <= 0;
		OutFifoReadAck_reg <= 0;
		OutRegFifoReadAck_reg <= 0;
    end
	 avs_readold <= avs_read;
	 avs_writeold <= avs_write;
end
endmodule
==> design/flow/run.sh <==
#!/bin/bash
# OpenROAD 26Q1-2900-gdf79404cd8, Yosys 0.63+post, stock flow scripts
make -C /OpenROAD-flow-scripts/flow DESIGN_CONFIG=/design/flow/config.mk WORK_HOME=/design/flow/orfs finish
==> design/flow/config.mk <==
export PLATFORM = sky130hd
export DESIGN_NAME = IOFifosControl
export DESIGN_NICKNAME = IOFifosControl
export VERILOG_FILES = /design/flow/design.v
export SDC_FILE = /design/flow/constraint.sdc
export NUM_CORES = 4
export LEC_CHECK = 1
export CORE_AREA = 10 10 162 162
export DIE_AREA = 0 0 172 172
==> design/flow/constraint.sdc <==
current_design IOFifosControl

set clk_period 5.1
set clk_io_pct 0.2

create_clock -name clk0 -period $clk_period [get_ports {clk}]

set non_clock_inputs [all_inputs -no_clocks]
set_input_delay [expr $clk_period * $clk_io_pct] -clock clk0 $non_clock_inputs
set_output_delay [expr $clk_period * $clk_io_pct] -clock clk0 [all_outputs]
==> out/results.tsv <==
metric	value	unit
worst slew pin tran	676.6	ps
Tcrit/Tclk final	54.19	%
Worst Hold Path Cells	2	
Slew Limit Fails	0	
share of the yosys chip area belonging to registers	48.05	%
top cells by count	64 x edfxtp_1, 33 x and2_1, 28 x mux2_2, 24 x mux2i_1, 24 x nand2_1	
hold_buf cts	0	
first-pass GRT wire length	24600	um
Yosys top cell by area	edfxtp_1	
Worst Setup End Kind	flip-flop	
hold path startpoint	avs_readold	
Registers, synthesis	69	
worst reg2reg path endpoint	avs_readdata[14]	
pin count of the biggest net entering global routing	53	
initial antenna violation count	2	
setup TNS	0	ps
slowest CP cell	buf_4	
initial DRC count	174	
Critical Path RT	5160	ps
Max-cap violations	0	
Clock Tree Buf Depth	2	
Hold EP	OutFifoReadAck_reg	
final hold violations	0	
Yosys top cell by instances	edfxtp_1	
tool warnings	26	
# Cells Yosys	344	
CP Launch Type	input pin	
worst clock skew	8.498	ps
DP HPWL	13300	um
largest fanout on the critical path	52	
Die X	172	um
synthesized area	4208	sq um
Die ar.	29580	sq um
Post-CTS Resized	0	
TritonCTS clock tree	yes	
Antenna Nets Post-Route	0	
post-CTS setup buffers	0	
Top area cell types	edfxtp_1 46%, mux2_2 7.5%, mux2i_1 5.7%	
fraction of layout cells with a size suffix above 1	13.00	%
Most common reg cell	edfxtp_1	
row cnt	55	
pwr dens	217.8	nW/um^2
# port buffers	264	
DR DRC count	0	
global placement routability congestion	0.7883	
Critical Path AT	2820	ps
Util after Layout	32.02	%
f_max	0.3618	GHz
Worst R2R Path Depth	4	
Top Ports	266	
CP Cell Sequence	buf_4 > buf_4 > mux2_2 > a21oi_1 > o21ai_0	
status	complete, no violations	
Reg clk slew, reported paths	60	ps
DR pass1 iterations	4	
slowest cell delay on critical path	630	ps
later-pin clock latency in the skew report	340	ps
worst-case headroom to the max-slew limit	54.89	%
worst r2r src	avs_writeold	
reg2reg setup slack	3320	ps
via count	3719	
fin crit period	2764	ps
Clock Sinks	69	
H-tree levels	3	
grt total ovfl	0	
wire per inst	19.40	um
TritonCTS Buffers	9	
Area Growth Syn to Fin	72.79	%
most numerous cell on the critical path	buf_4	
vias in the first global route	3879	
post-synth top area share	45.67	%
Via density	4.198	
CTS root buffer	clkbuf_16	
RSZ-0062 raised after global routing	false	
Hold Path Class	flip-flop to flip-flop	
synth unique cells	38	
FP Core Util	18.53	%
Syn Area/Cell	12.23	sq um
P_leak	2.635	nW
number of flops mapped to enable cells by yosys	64	
Yosys Warn Count	1	
Max VDD drop	0.1383	mV
fillers	2329	
cells after synthesis	344	
core area	22710	sq um
share of flip-flops with an asynchronous set or reset	0	%
crit path kind	input pin to flip-flop	
drt total wl	17190	um
# setup viols final	0	
yosys stat area	4208	sq um
Total GRT Usage	11.20	%
die height	172	um
[worst max-delay path: cells and delay by family]
family	cells	cell delay [ps]
muxes	1	410
AOI/OAI and AO/OA	2	210
buffers and inverters	2	1150
[cells in the final DEF (no fill, tap or decap), types with 2 or more instances in the layout]
cell type        instances
mux2_2                  28
a21oi_2                  3
dfxtp_1                  5
o221ai_1                 8
edfxtp_1                64
a22oi_1                  8
nor2_1                   5
clkdlybuf4s50_1        261
nor3b_1                  8
o21ai_0                 10
mux2i_1                 24
and2_1                  33
and3b_1                  8
a221oi_2                 8
and3_1                   2
nand2_1                 24
a21oi_1                 21
clkbuf_1                 5
a211o_1                  8
mux2_4                  11
buf_4                   10
clkbuf_16                9
o21ai_1                  6
a31oi_1                  8
a221o_1                  4
clkinv_2                 2
nand3b_1                 5
[routing by layer]
layer	global-route usage, %	up-vias	share of wire [%]
met4	0.9370	2	0.92
met3	4.798	11	11
met1	14.10	1728	40
met5	0	-	0.12
met2	18.31	159	49
li1	-	1819	-
[per-stage QoR]
stage / instance area [sq um] / hold slack [ps] / setup WS (ps) / total power [mW] / std cells
after CTS: 7268 / 592.1 / 2320 / 1.615 / 885
after floorplan: 4208 / 513.4 / 1494 / 0.8075 / 344
final: 7271 / 599.9 / 2336 / 1.584 / 886
after global placement: 7014 / 577.9 / 1946 / 1.029 / 869
after detailed placement: 7014 / 584.9 / 1951 / 1.031 / 869
after global routing: 7268 / 615.4 / 2190 / 1.668 / 885
[cell type report]
class                      instances  area (sq um)  share of cell area [%]
inverter                           2         7.507                  0.1033
clock buffer                      14         244.0                   3.356
clock inverter                     2         10.01                  0.1377
antenna                            1         2.502                 0.03442
multi-input combinational        241          1936                   26.62
sequential                        69          2022                   27.81
tap                              285         356.6                   4.904
timing repair buffer             272          2693                   37.03
[how the worst max path moves through the flow]
stage	from	endpoint	cells after the start
final	avs_address[0]	avs_readdata[0]	5
after CTS	avs_address[0]	avs_readdata[13]	5
after global routing	avs_address[0]	avs_readdata[4]	5
[kinds of logic (layout without fill, tap and decap cells)]
family	Yosys count	after routing	synth area share [%]
AND-OR/OR-AND	84	84	14.78
buffers and inverters	34	290	6.125
flip-flops	69	69	48.05
multiplexers	64	64	17.40
other	0	1	0
AND/OR/NAND/NOR	93	93	13.65
[power breakdown]
group | switching, mW | internal (mW) | total [mW]
logic | 0.120 | 0.236 | 0.356
clock network | 0.242 | 0.329 | 0.571
registers | 0.00854 | 0.648 | 0.657
total | 0.371 | 1.21 | 1.58
Power is estimated from default activity; no workload was simulated.
